==> design/flow/design.v <==
module deserializador (
    input wire clock,
    input wire reset,
    input wire data_in,           
    input wire write_in,             
    input wire ack_in,            
    output reg [7:0] data_out,     
    output reg data_ready,           
    output reg status_out          
);
    reg [7:0] buffer;
    reg [2:0] contador;
    always @(posedge clock or posedge reset) begin
        if (reset) begin
            buffer      <= 8'd0;
            contador    <= 3'd0;
            data_out     <= 8'd0;
            data_ready     <= 1'b0;
            status_out   <= 1'b0;
        end else begin
            if (!data_ready) begin
                if (write_in) begin
                    buffer <= {buffer[6:0], data_in};
                    contador <= contador + 1;
                    if (contador == 3'd7) begin
                        data_out <= {buffer[6:0], data_in};
                        data_ready <= 1'b1;
                        status_out <= 1'b1;  
                    end
                end
            end else begin
                if (ack_in) begin
                    data_ready <= 1'b0;
                    status_out <= 1'b0;
                    contador <= 3'd0;
                end
            end
        end
    end
endmodule
module fila (
    input wire clock,
    input wire reset,
    input wire [7:0] data_in,
    input wire enqueue_in,
    input wire dequeue_in,
    output reg [7:0] data_out,
    output reg [7:0] len_out  
);
    reg [7:0] mem [0:7];       
    reg [2:0] comeco, fim;      
    integer i;
    always @(posedge clock or posedge reset) begin
        if (reset) begin
            len_out  <= 8'd0;
            comeco     <= 3'd0;
            fim     <= 3'd0;
            data_out <= 8'd0;
            for (i = 0; i < 8; i = i + 1)
                mem[i] <= 8'd0;
        end else begin
            if (enqueue_in && len_out < 8) begin
                mem[fim] <= data_in;
                fim <= (fim + 1) % 8;
                len_out <= len_out + 1;
            end
            if (dequeue_in && len_out > 0) begin
                data_out <= mem[comeco];
                comeco <= (comeco + 1) % 8;
                len_out <= len_out - 1;
            end
        end
    end
endmodule
module topster (
    input wire clock1MHz,
    input wire reset,
    input wire data_serial,
    input wire write_serial,
    input wire dequeue_fila,
    input wire ack_serial,
    output wire [7:0] data_parallel,
    output wire data_ready,
    output wire status_busy,
    output wire [7:0] fila_len,
    output wire [7:0] fila_out
);
    reg [2:0] clk_div_100k_cnt = 0;
    reg [6:0] clk_div_10k_cnt = 0;
    reg clk_100k = 0;
    reg clk_10k = 0;
    always @(posedge clock1MHz or posedge reset) begin
        if (reset) begin
            clk_div_100k_cnt <= 0;
            clk_div_10k_cnt  <= 0;
            clk_100k <= 0;
            clk_10k  <= 0;
        end else begin
            if (clk_div_100k_cnt == 4) begin
                clk_div_100k_cnt <= 0;
                clk_100k <= ~clk_100k;
            end else begin
                clk_div_100k_cnt <= clk_div_100k_cnt + 1;
            end
            if (clk_div_10k_cnt == 49) begin
                clk_div_10k_cnt <= 0;
                clk_10k <= ~clk_10k;
            end else begin
                clk_div_10k_cnt <= clk_div_10k_cnt + 1;
            end
        end
    end
    wire [7:0] deserializador_data;
    wire deserializador_ready;
    wire deserializador_busy;
    wire [7:0] fila_output;
    wire [7:0] fila_length;
    deserializador u_deserializador (
        .clock(clk_100k),
        .reset(reset),
        .data_in(data_serial),
        .write_in(write_serial),
        .ack_in(ack_serial),
        .data_out(deserializador_data),
        .data_ready(deserializador_ready),
        .status_out(deserializador_busy)
    );
    fila u_fila (
        .clock(clk_10k),
        .reset(reset),
        .data_in(deserializador_data),
        .enqueue_in(deserializador_ready && fila_length < 8),
        .dequeue_in(dequeue_fila),
        .data_out(fila_output),
        .len_out(fila_length)
    );
    assign data_parallel  = deserializador_data;
    assign data_ready     = deserializador_ready;
    assign status_busy    = deserializador_busy;
    assign fila_len       = fila_length;
    assign fila_out       = fila_output;
endmodule
==> design/flow/run.sh <==
#!/bin/bash
# OpenROAD 26Q1-2900-gdf79404cd8, Yosys 0.63+post, stock flow scripts
make -C /OpenROAD-flow-scripts/flow DESIGN_CONFIG=/design/flow/config.mk WORK_HOME=/design/flow/orfs finish
==> design/flow/config.mk <==
export PLATFORM = sky130hd
export DESIGN_NAME = topster
export DESIGN_NICKNAME = topster
export VERILOG_FILES = /design/flow/design.v
export SDC_FILE = /design/flow/constraint.sdc
export NUM_CORES = 4
export LEC_CHECK = 1
export CORE_UTILIZATION = 40
==> design/flow/constraint.sdc <==
current_design topster

set clk_period 2.4
set clk_io_pct 0.2

create_clock -name clk0 -period $clk_period [get_ports {clock1MHz}]

set non_clock_inputs [all_inputs -no_clocks]
set_input_delay [expr $clk_period * $clk_io_pct] -clock clk0 $non_clock_inputs
set_output_delay [expr $clk_period * $clk_io_pct] -clock clk0 [all_outputs]
==> results.toml <==
# implementation run metrics
[status]
status = "finished clean"

[power]
leakagePower_uw = 0.002884
p_per_area_nw_per_um2 = 108.8
power.switching_uw = 160.1
p_seq_share_pct = 31.3
pwr-share-comb_pct = 17.4
ir_worst_vdd_v = 0.0003437
switching_share_pct = 24.67
pwr-share-clk_pct = 51.3
internal_power_uw = 488.9
p_total_uw = 649.0

[yosys]
logic_family = "multiplexers"
async_flop_share_pct = 100.0
synth-xor-area-share_pct = 2.274
ys_chip_area_sq_um = 5391
synth_flop_count = 118
synth.area.mux_share_pct = 17.52
synth_seq_share_pct = 54.77
ys_sh_adder_pct = 5.941
edf_count = 0
ys_sh_aoi_pct = 8.331
simple_gate_share_pct = 8.703
syn_inst = 431
synth-main-ff-cell = "dfrtp_1"
ys_cells = 431
syn_area_sq_um = 5391
yosysUniqueCellTypes = 45
ys_warn_count = 4
synth.avg_cell_area_sq_um = 12.51

[worst_hold_path]
hp-class = "reg2reg"
holdCritStartpoint = "clk_div_100k_cnt[0]$_DFF_PP0_"

[grt]
antenna_found_initial = 0
grt_pass1_vias = 3260
grt_max_degree = 87
overflow = 0
grtUsageTotal_pct = 15.78
grt_pass1_wl_mm = 17.12

[drt]
ant_nets = 0
drtIter0Drc = 185
wl_per_cell_um = 16.13
vias_per_cell = 5.204
dr.pass1.iters = 7
drc_errors = 0
diodes = 0
wl_mm = 10.18
vias = 3284

[sta]
fmax_mhz = 674.6
maxSlewViolCount = 0
timing.setup.tns_ps = 0
unconstrained_endpoints = 132
rsz0062_at_grt = "false"
finalCritPeriodShare_pct = 61.77
slew_headroom_pct = 46.98
setup_violations = 0
unclocked_regs = 106
period_needed_ps = 1482
hold_viol_final = 0
skew_ps = 0.8678
tightest_slew_ps = 795.3

[setup_path]
cp.arrival_ps = 1570
crit_required_ps = 2490
startpoint = "clk_div_10k_cnt[1]$_DFF_PP0_"
crit_fanout = 6
worstSetupPathType = "reg2reg"
worstReg2RegStart = "clk_div_10k_cnt[1]$_DFF_PP0_"
worst_setup_path_end_kind = "flip-flop"
start_kind = "flip-flop"

[clock_tree]
clock-root-buffer = "clkbuf_16"
cts_tree = "done"
holdBufCountCts = 0
post_cts_buffers = 0
cts_inserted_buffers = 3
clock_path_buffers = 2
post_cts_resized = 0
cts-htree-levels = 1
worstSkewPairLatency_ps = 240
cts.clk_slew.worst_paths_ps = 40

[flow_run]
tool_warnings = 35
max_cap_violations = 0

[placed_design]
finalWeightedCongestion = 0.7889
port_buffers = 31
hpwl_mm = 7.116

[floorplanning]
design.die.area_sq_um = 13950
die_w_um = 118.1
fp_util_pct = 40.87
core-area_sq_um = 13190
io_pins = 32
die_h_um = 118.1
rows = 42

[final_layout]
drive_above_1_share_pct = 23.08
nFillCells = 1226
syn_to_final_growth_pct = 10.65
postLayoutCoreUtil_pct = 45.23
[registers in the layout, indices dropped and copies added, names as in the netlist]
signal and cells:
u_fila.len_out 8, u_fila.fim 3, u_fila.mem 64, u_deserializador.data_out 8
clk_100k 1, u_fila.comeco 3, u_deserializador.contador 3, clk_10k 1
clk_div_100k_cnt 3, u_fila.data_out 8, u_deserializador.buffer 7, u_deserializador.status_out 1
clk_div_10k_cnt 7, u_deserializador.data_ready 1
[layer usage]
| layer | global-route usage, % | up-vias | share of wire, % |
|---|---|---|---|
| li1 | - | 1578 | - |
| met1 | 27.20 | 1664 | 51 |
| met2 | 24.30 | 38 | 46 |
| met3 | 0.7426 | 4 | 2.5 |
| met4 | 1.122 | 0 | 0.78 |
| met5 | 0 | - | 0 |
[worst max-delay path, stage by stage, from the launching register on]
cell,delay [ps]
dfrtp_1,400
inv_1,70
ha_1,130
nand2b_1,70
nor4_2,540
nor2_1,130
[logic make-up after synthesis]
kind of cell	count (synthesis)
flip-flops	118
AND/OR/NAND/NOR	98
buffers and inverters	29
multiplexers	84
adder cells (fa/ha/maj)	25
AND-OR/OR-AND	63
XOR/XNOR	14
[cell type report]
type | count | area (sq um) | area share [%]
inverter | 14 | 56.30 | 0.9438
clock buffer | 4 | 88.84 | 1.489
tap | 176 | 220.2 | 3.691
multi-input combinational | 284 | 2306 | 38.65
timing repair buffer | 35 | 340.3 | 5.705
sequential | 118 | 2954 | 49.52
[final timing paths]
kind | to | slack, ps | cells after the start
setup reg to reg | clk_div_10k_cnt[4]$_DFF_PP0_ | 920 | 5
min in group asynchronous | clk_div_100k_cnt[2]$_DFF_PP0_ | 540 | 2
hold reg to reg | clk_div_100k_cnt[0]$_DFF_PP0_ | 450 | 1
setup / recovery | clk_div_10k_cnt[4]$_DFF_PP0_ | 920 | 5
hold / removal | clk_div_100k_cnt[0]$_DFF_PP0_ | 450 | 1
max in group asynchronous | clk_10k$_DFFE_PP0N_ | 1650 | 2
[synth_stat cells (2+ instances only)]
master,instances,area [sq um]
a211oi_1,4,30.03
a21oi_1,7,35.03
a221oi_1,7,61.31
a222oi_1,8,80.08
a22o_1,4,35.03
and2_1,2,12.51
and3_1,2,12.51
buf_2,4,20.02
buf_6,2,22.52
clkbuf_1,8,30.03
dfrtp_1,118,2953
ha_1,24,300.3
inv_1,14,52.55
mux2_2,83,934.7
nand2_1,57,214.0
nand2_2,3,18.77
nand2b_1,4,25.02
nand3_1,5,25.02
nand3_2,3,30.03
nor2_1,8,30.03
nor2b_1,2,12.51
nor3_1,5,25.02
o211ai_1,2,15.01
o21a_1,2,15.01
o21ai_0,18,90.09
o21ai_1,2,10.01
o31ai_1,2,15.01
or4_1,2,15.01
xnor2_1,7,61.31
xor2_1,7,61.31
[metrics by stage]
stage | instances | hold slack (ps) | worst slack [ps] | area (sq um)
finish | 631 | 453.7 | 917.6 | 5966
global route | 631 | 477.7 | 740.2 | 5966
CTS | 631 | 455.7 | 900.0 | 5966
detailed placement | 627 | 450.3 | 918.7 | 5877
global placement | 627 | 439.8 | 992.7 | 5877
floorplan | 431 | 427.4 | 478.6 | 5395
[power by group through the flow]
stage | Combinational (uW) | Clock (uW) | Sequential (uW)
after CTS | 117 | 339 | 203
after global routing | 132 | 345 | 203
final | 113 | 333 | 203
[cell usage in the layout, fill, tap and decap left out, drive strengths merged, types with 2 or more instances in the layout]
master | synthesis | routed
a211oi | 5 | 5
a21oi | 7 | 7
a221oi | 7 | 7
a222oi | 8 | 8
a22o | 4 | 4
and2 | 3 | 3
and3 | 2 | 2
buf | 7 | 4
clkbuf | 8 | 4
clkdlybuf4s50 | 0 | 31
dfrtp | 118 | 118
ha | 24 | 24
inv | 14 | 13
mux2 | 83 | 83
nand2 | 60 | 60
nand2b | 4 | 4
nand3 | 8 | 8
nor2 | 10 | 10
nor2b | 2 | 2
nor3 | 6 | 6
o211ai | 2 | 2
o21a | 2 | 2
o21ai | 20 | 20
o31ai | 2 | 2
or4 | 2 | 2
xnor2 | 7 | 7
xor2 | 7 | 7
Power and IR drop assume default switching activity.
